==> design/flow/design.v <==
`default_nettype none
`timescale 1ns/1ps
module simple_can_ctrl(
    input  wire        clk,
    input  wire        rst_n,
    input  wire [31:0] wb_adr_i,
    input  wire [31:0] wb_dat_i,
    output reg  [31:0] wb_dat_o,
    input  wire        wb_we_i,
    input  wire        wb_cyc_i,
    input  wire        wb_stb_i,
    output reg         wb_ack_o,
    output reg         rx_ready,       
    output reg  [10:0] rx_id,
    output reg  [7:0]  rx_data0,
    output reg  [7:0]  rx_data1
);
    localparam [3:0] ADDR_CMD       = 4'h0;  
    localparam [3:0] ADDR_STATUS    = 4'h1;  
    localparam [3:0] ADDR_TX_ID     = 4'h2;  
    localparam [3:0] ADDR_TX_LEN    = 4'h3;  
    localparam [3:0] ADDR_TX_DATA0  = 4'h4;  
    localparam [3:0] ADDR_TX_DATA1  = 4'h5;  
    localparam [3:0] ADDR_RX_ID     = 4'h6;  
    localparam [3:0] ADDR_RX_LEN    = 4'h7;  
    localparam [3:0] ADDR_RX_DATA0  = 4'h8;  
    localparam [3:0] ADDR_RX_DATA1  = 4'h9;  
    reg        loopback_en;
    reg        tx_start_pulse;  
    reg  [31:0] status_reg;
    reg  [10:0] tx_id;
    reg  [7:0]  tx_len;       
    reg  [31:0] tx_data0;     
    reg  [31:0] tx_data1;     
    reg  [7:0]  rx_len;       
    wire        wb_access = wb_cyc_i & wb_stb_i;
    wire        wb_write  = wb_access &  wb_we_i;
    wire        wb_read   = wb_access & ~wb_we_i;
    wire [3:0]  waddr     = wb_adr_i[5:2];
    always @(posedge clk or negedge rst_n) begin
        if (!rst_n) begin
            wb_ack_o       <= 1'b0;
            wb_dat_o       <= 32'd0;
            loopback_en    <= 1'b0;
            tx_start_pulse <= 1'b0;
            status_reg     <= 32'd0;
            tx_id          <= 11'd0;
            tx_len         <= 8'd0;
            tx_data0       <= 32'd0;
            tx_data1       <= 32'd0;
            rx_id          <= 11'd0;
            rx_len         <= 8'd0;
            rx_data0       <= 8'd0;
            rx_data1       <= 8'd0;
            rx_ready       <= 1'b0;
        end else begin
            tx_start_pulse <= 1'b0;
            if (wb_access & ~wb_ack_o)
                wb_ack_o <= 1'b1;
            else
                wb_ack_o <= 1'b0;
            if (wb_write & ~wb_ack_o) begin
                case (waddr)
                    ADDR_CMD: begin
                        loopback_en    <= wb_dat_i[1];
                        if (wb_dat_i[0])     
                            tx_start_pulse <= 1'b1;  
                    end
                    ADDR_STATUS: begin
                        if (wb_dat_i[0]) status_reg[0] <= 1'b0;  
                        if (wb_dat_i[1]) status_reg[1] <= 1'b0;  
                        if (wb_dat_i[2]) status_reg[2] <= 1'b0;  
                    end
                    ADDR_TX_ID:     tx_id    <= wb_dat_i[10:0];
                    ADDR_TX_LEN:    tx_len   <= wb_dat_i[7:0];
                    ADDR_TX_DATA0:  tx_data0 <= wb_dat_i;
                    ADDR_TX_DATA1:  tx_data1 <= wb_dat_i;
                    default:   ;
                endcase
            end
            if (wb_read & ~wb_ack_o) begin
                case (waddr)
                    ADDR_CMD:      wb_dat_o <= {30'd0, loopback_en, 1'b0};  
                    ADDR_STATUS:   wb_dat_o <= status_reg;
                    ADDR_TX_ID:    wb_dat_o <= {21'd0, tx_id};
                    ADDR_TX_LEN:   wb_dat_o <= {24'd0, tx_len};
                    ADDR_TX_DATA0: wb_dat_o <= tx_data0;
                    ADDR_TX_DATA1: wb_dat_o <= tx_data1;
                    ADDR_RX_ID:    wb_dat_o <= {21'd0, rx_id};
                    ADDR_RX_LEN:   wb_dat_o <= {24'd0, rx_len};
                    ADDR_RX_DATA0: wb_dat_o <= {24'd0, rx_data0};
                    ADDR_RX_DATA1: wb_dat_o <= {24'd0, rx_data1};
                    default:       wb_dat_o <= 32'd0;
                endcase
            end
            if (tx_start_pulse) begin
                status_reg[0] <= 1'b1;  
                if (loopback_en) begin
                    rx_id    <= tx_id;
                    rx_len   <= tx_len;
                    rx_data0 <= tx_data0[7:0];
                    rx_data1 <= tx_data1[7:0];
                    status_reg[1] <= 1'b1;  
                end
            end
            rx_ready <= status_reg[1];
        end
    end
endmodule
==> design/flow/run.sh <==
#!/bin/bash
# OpenROAD 26Q1-2900-gdf79404cd8, Yosys 0.63+post, stock flow scripts
make -C /OpenROAD-flow-scripts/flow DESIGN_CONFIG=/design/flow/config.mk WORK_HOME=/design/flow/orfs finish
==> design/flow/config.mk <==
export PLATFORM = sky130hd
export DESIGN_NAME = simple_can_ctrl
export DESIGN_NICKNAME = simple_can_ctrl
export VERILOG_FILES = /design/flow/design.v
export SDC_FILE = /design/flow/constraint.sdc
export NUM_CORES = 4
export LEC_CHECK = 1
export CORE_UTILIZATION = 40
==> design/flow/constraint.sdc <==
current_design simple_can_ctrl

set clk_period 2.7
set clk_io_pct 0.2

create_clock -name clk0 -period $clk_period [get_ports {clk}]

set non_clock_inputs [all_inputs -no_clocks]
set_input_delay [expr $clk_period * $clk_io_pct] -clock clk0 $non_clock_inputs
set_output_delay [expr $clk_period * $clk_io_pct] -clock clk0 [all_outputs]
==> flow_summary.toml <==
# yosys + openroad results
[worst_setup_path]
endpoint_kind = "flip-flop"
required_ns = 3.06
r2r_start = "wb_ack_o"
ff2ff_setup_slack_ns = 0.92
critPathBufInv = 2
crit_chain = "clkdlybuf4s50_1 -> buf_4 -> nor2b_1 -> a22oi_1 -> o32ai_1 -> a22o_1"
r2r_cells = 4
path_max_fanout = 6
cp_slowest_cell = "clkdlybuf4s50_1"
worstSetupStartpointType = "primary input"
critPathTopFamily = "buffers and inverters"
critPathKind = "primary input to flip-flop"
arrival_ns = 2.54
crit_path_max_incr_delay_ns = 0.58
reg2reg_to = "tx_data0[19]"

[final_timing]
drv_slew = 0
setup_viol = 0
fin_crit_ns = 2.18
max_clock_freq_ghz = 0.458
relSlewSlack_pct = 54.4
finalCritPeriodShare_pct = 80.8
rsz0062_at_grt = "false"
holdWs_ns = 0.109
finClkSkew_ns = 0.00637
tns_ns = 0
tightest_slew_ns = 0.682
hold_viol_final = 0

[clock_network]
cts_hold_buf = 0
cts_root_buf = "clkbuf_16"
h-tree-depth = 4
cts_made_buffers = 17
insertion_delay_ns = 0.42
clk_pin_slew_worst_paths_ns = 0.06
postCtsSetupBuffers = 0
cts_resized = 0
cts_max_path_buffers = 2
cts_tree = "done"
clock_sink_count = 156

[synthesis]
ys_seq_share_pct = 56.1
ys_cells = 514
yosys.cell_types.count = 51
ys_seq_elements = 156
syn_area_per_cell_um2 = 13.5
yosys.area_share.simple_pct = 7.47
yosys_most_used_dff = "dfrtp_1"
compound_area_share_pct = 10.3
async_flop_share_pct = 100
synthTopLogicFamily = "multiplexers"
edf_count = 0
synthXorXnorAreaFrac_pct = 0
fa_ha_area_share_pct = 0
synth_area_um2 = 6950
muxShareOfSynthArea_pct = 22.7
netlist_instances = 514
synth_warnings = 1
yosys_area_um2 = 6950

[job]
warnings = 53
drv_cap = 0

[routing]
vias = 4686
totalWireLength_mm = 16.6
wire_per_inst_um = 19.4
drtAntennaViolNets = 0
dr.pass1.iters = 4
drt-vias-per-instance = 5.46
drt_iter0_drc = 326
num_antenna_cells = 0
drc_errors = 0

[layout]
drive_above_1_share_pct = 30.7
area_growth_pct = 27.8
lay_top_count = "dfrtp_1"
reg_top3 = "tx_data0 x32, tx_data1 x32, wb_dat_o x32"
final_cell_mix = "dfrtp_1 (156), mux2_2 (106), clkdlybuf4s50_1 (100)"

[power_and_ir_drop]
power.leakage_uw = 0.00398
ir_drop_v = 0.000427
power_density_nw_per_um2 = 615

[grt]
grt.overflow.total = 0
grt_max_degree = 70
grt_antenna_before_repair = 0
grt_usage_pct = 20.2
grt_pass1_vias = 4724
grt_pass1_wl_mm = 26.7

[hold_path]
hp-class = "primary input to asynchronous set/reset pin"

[die]
num_rows = 47
fp_util_pct = 41.5
coreArea_um2 = 16800
die-area_um2 = 17900
die_y_um = 134
boundaryPins = 130
die_w_um = 134

[placement]
place_congestion = 0.812
port_buffers = 101
hpwl_mm = 11.2

[outcome]
run_status = "completed"
per-stage QoR:
step                util [%]  instance area (um^2)  std cells  worst slack [ns]  total power, uW
finish                  53.0                  8890        859             0.518             5460
floorplan                  -                  6950        514             0.948             2890
global route            53.0                  8890        859             0.417             5680
global placement        49.5                  8300        828             0.194             3130
detailed placement      49.5                  8300        828             0.104             3150
CTS                     53.0                  8890        859             0.549             5520
cells in the mapped netlist, drive strengths merged (2+ instances only):
cell / n / area [um^2]
clkbuf: 8 / 30.0
nand2: 32 / 123
and3: 2 / 12.5
nor3b: 2 / 15.0
nand2b: 4 / 27.5
a22o: 5 / 43.8
nor2: 5 / 18.8
o211ai: 3 / 22.5
mux2: 127 / 1510
a21o: 3 / 22.5
a211oi: 2 / 15.0
and3b: 2 / 17.5
dfrtp: 156 / 3900
nor3: 6 / 57.6
and4b: 2 / 20.0
nand3b: 9 / 67.6
o2bb2ai: 2 / 17.5
nor2b: 9 / 56.3
o21ai: 24 / 120
buf: 28 / 195
a21oi: 3 / 15.0
inv: 4 / 15.0
o22ai: 6 / 37.5
a22oi: 33 / 248
a221o: 4 / 40.0
a32oi: 6 / 52.6
o32ai: 2 / 17.5
mux2i: 7 / 70.1
nand3: 4 / 25.0
a211o: 2 / 17.5
a31oi: 2 / 12.5
layout make-up:
| class | count | area, um^2 |
|---|---|---|
| well taps | 220 | 275 |
| inverters | 4 | 15.0 |
| clock inverters | 14 | 160 |
| fillers | 1386 | 7870 |
| flip-flops and latches | 156 | 3900 |
| repair buffers | 130 | 1290 |
| clock buffers | 17 | 425 |
| multi-input cells | 318 | 2820 |
how the worst max path moves through the flow:
stage | to | slack, ns | start | cells past startpoint
final | wb_dat_o[8] | 0.52 | wb_adr_i[4] | 6
after global routing | wb_dat_o[8] | 0.42 | wb_adr_i[4] | 6
after CTS | wb_dat_o[8] | 0.55 | wb_adr_i[4] | 6
cell families (layout without fill, tap and decap cells):
family                 Yosys count  count (layout)
and+or+nand+nor                 83              83
buffers and inverters           40             165
AOI/OAI and AO/OA              101             101
DFF                            156             156
muxes                          134             134
layer usage:
metal | vias up | part of all wire (%) | track usage, %
li1 | 2149 | - | -
met1 | 2393 | 46 | 32.5
met2 | 122 | 47 | 30.1
met3 | 22 | 5.0 | 4.05
met4 | 0 | 1.7 | 3.47
met5 | - | 0 | 0
power by group:
part | internal, uW | switching [uW]
combinational | 280 | 213
sequential | 2500 | 107
clock | 1380 | 980
total | 4160 | 1300
No activity file was given, so power comes from the tool's default toggle rates.
